## ./design.v

```verilog
module lcd_interface(en, rs, rw, io, rst, clk);
	input clk;
	input rst;
	output en;
	output rs, rw;
	inout [7:0] io;
	reg rs_sel, rw_sel;
	reg [7:0] data;
	reg execute;
	wire is_ready;
	reg is_done;
	lcd_controller lcd_module(rs_sel, rw_sel, data, execute, is_ready, en, rs, rw, io, rst, clk);
	always@(posedge clk or negedge rst) begin
		if(rst == 0) begin
			rs_sel <= 0;
			rw_sel <= 0;
			data <= 0;
			execute <= 1;
			is_done <= 0;
		end
		else begin
			if(!is_done && is_ready) begin
				is_done <= 1;
				rs_sel <= 1;
				rw_sel <= 0;
				data <= 8'h41;
				execute <= 0;
			end
			else begin
				execute <= 1;
			end
		end
	end
endmodule
module lcd_controller(rs_in, rw_in, data, ex, ready, en, rs, rw, io, rst, clk, state, timer_done, instr);
	input rs_in, rw_in;
	input [7:0] data;
	input ex;
	output ready;
	output en, rs, rw;
	inout [7:0] io;
	input rst, clk;
	output reg [3:0] state;
	reg [3:0] next_state;
	output reg [1:0] instr;
	wire busy;
	reg done_init;
	reg [7:0] io_buffer;
	reg rw_reg, rs_reg, en_reg, ready_reg;
	assign busy = io[7];
	assign io = (state == INIT_START) ||
					(state == WTI)
					? 8'bZ : io_buffer;
	assign rw = rw_reg;
	assign rs = rs_reg;
	assign en = en_reg;
	assign ready = ready_reg;
	reg timer_start;
	output wire timer_done;
	timer nano_500(32'd30, timer_start, timer_done, clk);
	parameter  
				 INIT_START = 4'h0,
				 WTI			= 4'h1,
				 CLEAR		= 4'h2,
				 FUNC_SET	= 4'h3,
				 TURN_ON		= 4'h4,
				 INC_ADDR	= 4'h5,
				 INIT_SEND	= 4'h6,
				 INC_INSTR	= 4'h7,
				 DATA_WAIT	= 4'h8,
				 EX_SETUP	= 4'hA,
				 EX_SEND		= 4'hB,
				 EX_SPIN		= 4'hC;
	always@(posedge clk or negedge rst) begin
		if(rst == 0) begin
			state <= INIT_START;
		end
		else begin
			state <= next_state;
		end
	end
	always@(*) begin
		if(rst == 0) begin
			next_state = INIT_START;
			timer_start = 0;
		end
		else begin
			case(state)
				INIT_START: begin
					if(timer_done == 1) begin
						next_state = WTI;
						timer_start = 0;
					end
					else begin
						next_state = INIT_START;
						timer_start = 1;
					end
				end
				WTI: begin
					if(timer_done == 1) begin
						if(busy == 1) begin
							next_state = INIT_START;
							timer_start = 0;
						end
						else begin
							if(done_init == 1) begin
								timer_start = 0;
								next_state = DATA_WAIT;
							end
							else begin
								timer_start = 1;
								case(instr)
									2'b00: next_state = CLEAR;
									2'b01: next_state = FUNC_SET;
									2'b10: next_state = TURN_ON;
									2'b11: next_state = INC_ADDR;
								endcase
							end
						end
					end
					else begin
						next_state = WTI;
						timer_start = 1;
					end
				end
				CLEAR: begin
					if(timer_done == 1) begin
						next_state = INIT_SEND;
						timer_start = 0;
					end
					else begin
						next_state = CLEAR;
						timer_start = 1;
					end
				end
				FUNC_SET: begin
					if(timer_done == 1) begin
						next_state = INIT_SEND;
						timer_start = 0;
					end
					else begin
						next_state = FUNC_SET;
						timer_start = 1;
					end
				end
				TURN_ON: begin
					if(timer_done == 1) begin
						next_state = INIT_SEND;
						timer_start = 0;
					end
					else begin
						next_state = TURN_ON;
						timer_start = 1;
					end
				end
				INC_ADDR: begin
					if(timer_done == 1) begin
						next_state = INIT_SEND;
						timer_start = 0;
					end
					else begin
						next_state = INC_ADDR;
						timer_start = 1;
					end
				end
				INIT_SEND: begin
					if(timer_done) begin
						next_state = INC_INSTR;
						timer_start = 0;
					end
					else begin
						next_state = INIT_SEND;
						timer_start = 1;
					end
				end
				INC_INSTR: begin
					next_state = INIT_START;
					timer_start = 0;
				end
				DATA_WAIT: begin
					if(rst == 0) begin
						next_state = INIT_START;
						timer_start = 0;
					end
					else begin
						if(ex == 1) begin
							next_state = DATA_WAIT;
							timer_start = 0;
						end
						else begin
							next_state = EX_SETUP;
							timer_start = 1;
						end
					end
				end
				EX_SETUP: begin
					if(timer_done) begin
						next_state = EX_SEND;
						timer_start = 0;
					end
					else begin
						next_state = EX_SETUP;
						timer_start = 1;
					end
				end
				EX_SEND: begin
					if(timer_done) begin
						next_state = EX_SPIN;
						timer_start = 0;
					end
					else begin
						next_state = EX_SEND;
						timer_start = 1;
					end
				end
				EX_SPIN: begin
					if(ex == 1) begin
						next_state = DATA_WAIT;
					end
					else begin
						next_state = EX_SPIN;
					end
					timer_start = 0;
				end
				default: begin
					next_state = INIT_START;
					timer_start = 0;
				end
			endcase
		end
	end
	always@(posedge clk or negedge rst) begin
		if(rst == 0) begin
			instr <= 2'b00;
			en_reg <= 1'b1;
			rs_reg <= 1'b0;
			rw_reg <= 1'b1;
			ready_reg <= 1'b0;
			done_init <= 0;
		end
		else begin
			case(state)
				INIT_START: begin
					en_reg <= 0;
					rs_reg <= 0;
					rw_reg <= 1;
				end
				WTI: begin
					en_reg <= 1;
				end
				CLEAR: begin
					en_reg <= 0;
					rs_reg <= 0;
					rw_reg <= 0;
					io_buffer <= 8'h01;
				end
				FUNC_SET: begin
					en_reg <= 0;
					rs_reg <= 0;
					rw_reg <= 0;
					io_buffer <= 8'h38;
				end
				TURN_ON: begin
					en_reg <= 0;
					rs_reg <= 0;
					rw_reg <= 0;
					io_buffer <= 8'h0E;
				end
				INC_ADDR: begin
					en_reg <= 0;
					rs_reg <= 0;
					rw_reg <= 0;
					io_buffer <= 8'h06;
				end
				INIT_SEND: begin
					en_reg <= 1;
					if(instr == 2'b11) begin
						done_init = 1;
					end
				end
				INC_INSTR: begin
					case(instr)
						2'b00: instr <= 2'b01;
						2'b01: instr <= 2'b10;
						2'b10: instr <= 2'b11;
						2'b11: instr <= 2'b11;
					endcase
				end
				DATA_WAIT: begin
					ready_reg <= 1;
					en_reg <= 0;
				end
				EX_SETUP: begin
					rs_reg <= rs_in;
					rw_reg <= rw_in;
					io_buffer <= data;
					ready_reg <= 0;
				end
				EX_SEND: en_reg <= 1;
				EX_SPIN: en_reg <= 0;
				default: begin
					en_reg <= en_reg;
					rs_reg <= rs_reg;
					rw_reg <= rw_reg;
					ready_reg <= ready_reg;
				end
			endcase
		end
	end
endmodule
module timer(max, start, done, clk);
	input clk;
	input [32:0] max;
	input start;
	output done;
	reg [32:0] count;
	reg done_reg;
	assign done = done_reg;
	always@(posedge clk) begin
		if(start == 0) begin
			done_reg <= 0;
			count <= 0;
		end
		else begin
			count <= count + 32'b1;
		end
		if(count == max) begin
			done_reg <= 1;
			count <= 0;
		end
		else if (done_reg == 1) begin
			done_reg <= 0;
			count <= 0;
		end
	end
endmodule
```

## ./run.sh

```bash
#!/bin/bash
# OpenROAD 26Q1-2900-gdf79404cd8, Yosys 0.63+post, stock flow scripts
make -C /OpenROAD-flow-scripts/flow DESIGN_CONFIG=/design/flow/config.mk WORK_HOME=/design/flow/orfs finish
```

## ./config.mk

```make
export PLATFORM = sky130hd
export DESIGN_NAME = lcd_interface
export DESIGN_NICKNAME = lcd_interface
export VERILOG_FILES = /design/flow/design.v
export SDC_FILE = /design/flow/constraint.sdc
export NUM_CORES = 4
export LEC_CHECK = 1
export CORE_UTILIZATION = 40
```

## ./constraint.sdc

```tcl
current_design lcd_interface

set clk_period 7.0
set clk_io_pct 0.2

create_clock -name clk0 -period $clk_period [get_ports {clk}]

set non_clock_inputs [all_inputs -no_clocks]
set_input_delay [expr $clk_period * $clk_io_pct] -clock clk0 $non_clock_inputs
set_output_delay [expr $clk_period * $clk_io_pct] -clock clk0 [all_outputs]
```

==> impl_metrics.yaml <==
# implementation run metrics
status:
  status: "complete, no violations"
synth:
  ff_type: "dfxtp_1"
  ys.flops: 62
  syn_inst: 291
  postSynthAreaPerCell_um2: 9.88
  syn_area_um2: 2880
  area_leaders: "dfxtp_1, dfrtp_1, edfxtp_1"
  ys_cells: 291
  ys_top_cells_by_count: "dfxtp_1, nor3_1, nand3_1"
  yosysTopAreaCellShare: 0.237
  ys_async_sr_fraction: 0.371
  ys_chip_area_um2: 2880
  yosysTopAreaCell: "dfxtp_1"
  most_common_cell: "dfxtp_1"
  ys_types: 42
  synth_seq_share: 0.491
  yosys_warnings: 4
  synth-edff-count: 5
global_route:
  antenna_found_initial: 0
  grt_pass1_wl_mm: 9.72
  grt_max_degree: 38
  grtUsageMet3: 0.0271
  grt_remaining_overflow: 0
  top_usage_layer: "met1"
  grtUsageMet1: 0.292
  use_met2: 0.225
  grt.total_usage: 0.166
  grt_pass1_vias: 1997
floorplanning:
  io_pins: 13
  chipArea_um2: 7530
  core_um2: 6870
  initCoreUtil: 0.419
  rows: 30
  fp.dieH_um: 86.8
  fp.dieW_um: 86.8
pwr:
  power_density_nw_per_um2: 217
  seq_power_share: 0.526
  p_clk_frac: 0.455
  power_leakage_nw: 1.07
  combPwrFrac: 0.019
  cellInternalPower_mw: 0.530
  switching_share: 0.233
  power_switching_mw: 0.161
  ir_drop_mv: 0.115
sta:
  hold_viol: 0
  tns_ns: 0
  period_needed_ns: 2.80
  slew_headroom: 0.592
  setup_viol: 0
  slew_viol_final: 0
  worst_pin_slew_ns: 0.608
  max_freq_ghz: 0.357
  rsz0062_at_grt: "false"
  min_period_over_period: 0.400
  finalClockSkew_ns: 0.00573
worst_hold_path:
  holdCritPathClass: "flip-flop to flip-flop"
  hp-start: "lcd_module.ready_reg"
  hold_depth: 1
  holdPathEnd: "execute"
cts:
  path_clk_slew_ns: 0.08
  post_cts_buffers: 0
  cts_tree: "yes"
  cts_resized: 0
  htreeDepth: 3
  cts_hold_buf: 0
  cts.sinks: 62
  clockRootBuffer: "clkbuf_8"
  cts_made_buffers: 9
  insertion_delay_ns: 0.34
  cts.path.max_buffers: 2
worst_setup_path:
  cp.required_ns: 5.60
  crit_path_start_kind: "primary input"
  end_kind: "output pin"
  r2r_slack_ns: 4.60
  r2r-end: "lcd_module.nano_500.count[20]"
  critical_path_arrival_ns: 1.40
  critPathKind: "primary input to output pin"
  reg2reg_depth: 5
  rr_startpoint: "lcd_module.nano_500.count[0]"
  path_max_fanout: 1
placement:
  dpl_cell_area_um2: 2990
  post-dp-hpwl_mm: 3.54
  gp_congestion: 0.854
  portBuffers: 4
  dp.cells: 377
detailed_routing:
  finalWirelength_mm: 5.51
  vias_per_cell: 5.56
  antenna_cells: 0
  drt_first_pass_iters: 4
  drt_iter0_drc: 149
  dr_total_vias: 2184
  ant_nets: 0
  drc: 0
  wl_per_cell_um: 14.0
job:
  warnings: 34
  drv_cap: 0
layout:
  final_area_um2: 3180
  fin_cells: 393
  fillerInstances: 619
  largest_reg_flops: 33
  syn_to_final_growth_pct: 10.7
  largest-register: "lcd_module.nano_500.count"
  drive_gt1_frac: 0.111
## placed cells by master, fill, tap and decap left out, types with 3 or more instances in the layout
cell,instances
a21boi_0,7
buf_4,4
nand2b_1,9
or4_1,12
nand3_1,19
o21ai_0,7
nand4_1,10
nor4_1,12
dfstp_2,5
and3_1,3
clkdlybuf4s50_1,4
or4b_1,3
inv_1,8
o41ai_1,5
nand2_1,15
dfrtp_1,18
nor3_1,20
or3_1,8
nor2b_1,6
clkbuf_8,9
edfxtp_1,5
nor2_1,3
clkinvlp_4,3
xor2_1,5
dfxtp_1,34
xnor2_1,8
o31ai_1,8
a211oi_1,17
and4_1,3
or2_2,4
## layer usage
| metal | share of wire | up-vias |
|---|---|---|
| met5 | 0 | - |
| met1 | 0.54 | 1030 |
| met3 | 0.032 | 8 |
| li1 | - | 1108 |
| met2 | 0.41 | 38 |
| met4 | 0.016 | 0 |
## cell families after synthesis
| kind of cell | Yosys count | share of synthesized area |
|---|---|---|
| adder cells (fa/ha/maj) | 2 | 0.00870 |
| buffers and inverters | 26 | 0.0405 |
| AND-OR/OR-AND | 50 | 0.127 |
| AND/OR/NAND/NOR | 133 | 0.277 |
| flip-flops | 62 | 0.491 |
| XOR/XNOR | 13 | 0.0396 |
| other | 1 | 0.00130 |
| multiplexers | 4 | 0.0148 |
## per-stage QoR
step           hold WS [ns]  setup WS, ns  total power, mW  utilization
2_1_floorplan         0.391          4.08            0.378            -
3_3_place_gp          0.400          3.98            0.384        0.435
3_5_place_dp          0.408          3.97            0.384        0.435
4_1_cts               0.419          4.20            0.700        0.463
5_1_grt               0.459          4.20            0.715        0.463
6_report              0.416          4.20            0.691        0.463
## power groups by stage
stage     sequential (mW)  clock, mW  combinational [mW]
4_1_cts             0.363      0.323              0.0136
5_1_grt             0.363      0.337              0.0153
6_report            0.363      0.314              0.0134
## layout make-up
cell class                 instances  area, µm²  area share
sequential                        62       1410       0.444
multi-input combinational        203       1350       0.425
clock buffer                       9        124      0.0389
tap                               96        120      0.0377
clock inverter                     7       73.8      0.0232
timing repair buffer               8       70.1      0.0220
inverter                           8       30.0     0.00943
## how the worst max path moves through the flow
stage / endpoint / cells past startpoint / start / slack, ns
5_1_grt: io[4] / 0 / io[5] / 4.20
4_1_cts: io[1] / 0 / io[2] / 4.20
6_report: io[1] / 0 / io[2] / 4.20
Power and IR drop assume default switching activity.
