## design.v

```verilog
module LCD_Display(iCLK_50MHZ, iRST_N, hex1, hex0, 
    LCD_RS,LCD_E,LCD_RW,DATA_BUS);
input iCLK_50MHZ, iRST_N;
input [127:0] hex1, hex0;
output LCD_RS, LCD_E, LCD_RW;
inout [7:0] DATA_BUS;
parameter
HOLD = 4'h0,
FUNC_SET = 4'h1,
DISPLAY_ON = 4'h2,
MODE_SET = 4'h3,
Print_String = 4'h4,
LINE2 = 4'h5,
RETURN_HOME = 4'h6,
DROP_LCD_E = 4'h7,
RESET1 = 4'h8,
RESET2 = 4'h9,
RESET3 = 4'ha,
DISPLAY_OFF = 4'hb,
DISPLAY_CLEAR = 4'hc;
reg [3:0] state, next_command;
reg [7:0] DATA_BUS_VALUE;
wire [7:0] Next_Char;
reg [19:0] CLK_COUNT_400HZ;
reg [4:0] CHAR_COUNT;
reg CLK_400HZ, LCD_RW_INT, LCD_E, LCD_RS;
assign DATA_BUS = (LCD_RW_INT? 8'bZZZZZZZZ: DATA_BUS_VALUE);
LCD_display_string u1(
.index(CHAR_COUNT),
.out(Next_Char),
.hex1(hex1),
.hex0(hex0));
assign LCD_RW = LCD_RW_INT;
always @(posedge iCLK_50MHZ or negedge iRST_N)
    if (!iRST_N)
    begin
       CLK_COUNT_400HZ <= 20'h00000;
       CLK_400HZ <= 1'b0;
    end
    else if (CLK_COUNT_400HZ < 20'h03D09)
    begin
       CLK_COUNT_400HZ <= CLK_COUNT_400HZ + 1'b1;
    end
    else
    begin
      CLK_COUNT_400HZ <= 20'h00000;
      CLK_400HZ <= ~CLK_400HZ;
    end
always @(posedge CLK_400HZ or negedge iRST_N)
    if (!iRST_N)
    begin
     state <= RESET1;
    end
    else
    case (state)
    RESET1:            
    begin
      LCD_E <= 1'b1;
      LCD_RS <= 1'b0;
      LCD_RW_INT <= 1'b0;
      DATA_BUS_VALUE <= 8'h38;
      state <= DROP_LCD_E;
      next_command <= RESET2;
      CHAR_COUNT <= 5'b00000;
    end
    RESET2:
    begin
      LCD_E <= 1'b1;
      LCD_RS <= 1'b0;
      LCD_RW_INT <= 1'b0;
      DATA_BUS_VALUE <= 8'h38;
      state <= DROP_LCD_E;
      next_command <= RESET3;
    end
    RESET3:
    begin
      LCD_E <= 1'b1;
      LCD_RS <= 1'b0;
      LCD_RW_INT <= 1'b0;
      DATA_BUS_VALUE <= 8'h38;
      state <= DROP_LCD_E;
      next_command <= FUNC_SET;
    end
    FUNC_SET:
    begin
      LCD_E <= 1'b1;
      LCD_RS <= 1'b0;
      LCD_RW_INT <= 1'b0;
      DATA_BUS_VALUE <= 8'h38;
      state <= DROP_LCD_E;
      next_command <= DISPLAY_OFF;
    end
    DISPLAY_OFF:
    begin
      LCD_E <= 1'b1;
      LCD_RS <= 1'b0;
      LCD_RW_INT <= 1'b0;
      DATA_BUS_VALUE <= 8'h08;
      state <= DROP_LCD_E;
      next_command <= DISPLAY_CLEAR;
    end
    DISPLAY_CLEAR:
    begin
      LCD_E <= 1'b1;
      LCD_RS <= 1'b0;
      LCD_RW_INT <= 1'b0;
      DATA_BUS_VALUE <= 8'h01;
      state <= DROP_LCD_E;
      next_command <= DISPLAY_ON;
    end
    DISPLAY_ON:
    begin
      LCD_E <= 1'b1;
      LCD_RS <= 1'b0;
      LCD_RW_INT <= 1'b0;
      DATA_BUS_VALUE <= 8'h0C;
      state <= DROP_LCD_E;
      next_command <= MODE_SET;
    end
    MODE_SET:
    begin
      LCD_E <= 1'b1;
      LCD_RS <= 1'b0;
      LCD_RW_INT <= 1'b0;
      DATA_BUS_VALUE <= 8'h06;
      state <= DROP_LCD_E;
      next_command <= Print_String;
    end
		 Print_String: begin
			state <= DROP_LCD_E;
			LCD_E <= 1'b1;
			LCD_RS <= 1'b1;
			LCD_RW_INT <= 1'b0;
			DATA_BUS_VALUE <= Next_Char;
			if ((CHAR_COUNT < 31) && (Next_Char != 8'hFE))
				CHAR_COUNT <= CHAR_COUNT + 1'b1;
			else
				CHAR_COUNT <= 5'b00000; 
			if (CHAR_COUNT == 15)
			  next_command <= LINE2;
			else if ((CHAR_COUNT == 31) || (Next_Char == 8'hFE))
			  next_command <= RETURN_HOME;
			else
			  next_command <= Print_String;
		 end
		 LINE2: begin
			LCD_E <= 1'b1;
			LCD_RS <= 1'b0;
			LCD_RW_INT <= 1'b0;
			DATA_BUS_VALUE <= 8'hC0;
			state <= DROP_LCD_E;
			next_command <= Print_String;
		 end
		 RETURN_HOME: begin
			LCD_E <= 1'b1;
			LCD_RS <= 1'b0;
			LCD_RW_INT <= 1'b0;
			DATA_BUS_VALUE <= 8'h80;
			state <= DROP_LCD_E;
			next_command <= Print_String;
		 end
		 DROP_LCD_E: begin
			LCD_E <= 1'b0;
			state <= HOLD;
		 end
		 HOLD: begin
			state <= next_command;
		 end
    endcase
endmodule
module LCD_display_string(index,out,hex0,hex1);
	input [4:0] index;
	input [127:0] hex0,hex1;
	output [7:0] out;
	reg [7:0] out;
   always 
     case (index)
		 5'h00: out <= hex0[127:120];
		 5'h01: out <= hex0[119:112];
		 5'h02: out <= hex0[111:104];
		 5'h03: out <= hex0[103:96];
		 5'h04: out <= hex0[95:88];
		 5'h05: out <= hex0[87:80];
		 5'h06: out <= hex0[79:72];
		 5'h07: out <= hex0[71:64];
		 5'h08: out <= hex0[63:56];
		 5'h09: out <= hex0[55:48];
		 5'h0A: out <= hex0[47:40];
		 5'h0B: out <= hex0[39:32];
		 5'h0C: out <= hex0[31:24];
		 5'h0D: out <= hex0[23:16];
		 5'h0E: out <= hex0[15:8];
		 5'h0F: out <= hex0[7:0];
		 5'h10: out <= hex1[127:120];
		 5'h11: out <= hex1[119:112];
		 5'h12: out <= hex1[111:104];
		 5'h13: out <= hex1[103:96];
		 5'h14: out <= hex1[95:88];
		 5'h15: out <= hex1[87:80];
		 5'h16: out <= hex1[79:72];
		 5'h17: out <= hex1[71:64];
		 5'h18: out <= hex1[63:56];
		 5'h19: out <= hex1[55:48];
		 5'h1A: out <= hex1[47:40];
		 5'h1B: out <= hex1[39:32];
		 5'h1C: out <= hex1[31:24];
		 5'h1D: out <= hex1[23:16];
		 5'h1E: out <= hex1[15:8];
		 5'h1F: out <= hex1[7:0];
		 default: out <= 8'h20;
     endcase
endmodule
```

## run.sh

```bash
#!/bin/bash
# OpenROAD 26Q1-2900-gdf79404cd8, Yosys 0.63+post, stock flow scripts
make -C /OpenROAD-flow-scripts/flow DESIGN_CONFIG=/design/flow/config.mk WORK_HOME=/design/flow/orfs finish
```

## config.mk

```make
export PLATFORM = sky130hd
export DESIGN_NAME = LCD_Display
export DESIGN_NICKNAME = LCD_Display
export VERILOG_FILES = /design/flow/design.v
export SDC_FILE = /design/flow/constraint.sdc
export NUM_CORES = 4
export LEC_CHECK = 1
export CORE_UTILIZATION = 30
```

## constraint.sdc

```tcl
current_design LCD_Display

set clk_period 2.9
set clk_io_pct 0.2

create_clock -name clk0 -period $clk_period [get_ports {iCLK_50MHZ}]

set non_clock_inputs [all_inputs -no_clocks]
set_input_delay [expr $clk_period * $clk_io_pct] -clock clk0 $non_clock_inputs
set_output_delay [expr $clk_period * $clk_io_pct] -clock clk0 [all_outputs]
```

==> CHANGELOG.md <==
### Metrics

* Status: finished clean
* Design Area, Final at 7146 um^2
* Remaining global-route overflow at 0
* Die W at 123.0 um
* Worst EP required at between 3 and 4 ns
* FF-to-FF End: CLK_COUNT_400HZ[9]
* Root Buffer: clkbuf_16
* Worst EP arrival at 1.85 ns
* Setup tns final at 0 ns
* DR vias at 5,215
* Critical-path top delay cell: dfrtp_1
* Insertion Delay late pin at 0.25 ns
* Vias in the first global route at around 5.2k
* End of the critical path: CLK_COUNT_400HZ[9]
* Mean post-synth cell area at 8.360 um^2
* Register-to-register setup slack at 1.19 ns
* CP cell instances: inv_1 -> ha_1 -> inv_1 -> o21ai_0 -> nand2_1 -> a21oi_1 -> o21ai_1 -> buf_4 -> nor2_1
* WL final at approximately 21 mm
* Reg2reg start: CLK_COUNT_400HZ[0]
* Final worst path period need at about 1.7 ns
* Largest cells by area: dfrtp_1, edfxtp_1, mux2i_1, a22oi_1, nor2_1
* RSZ-0062 raised after global routing: no
* Sw power at approximately 0.54 mW
* Chip area at 15,120 um^2
* GRT Resource Usage Total at 28.97%
* DRC at 0
* Crit. End Element: register
* Yosys cell count at ~530
* Worst-path maximum fanout at 10
* Initial drt markers at between 200 and 300
* Part of the power in registers at 35.9%
* Main synth FF type: dfrtp_1
* Post-synth top area cell: dfrtp_1
* Final period utilization at roughly 59%
* Met1 Resource Use GR at a little under two fifths
* Top-Level Pins at 269
* CP startpoint kind: register
* Comb pwr share at 48.0%
* Die height at 123.0 um
* WS Path Type: register to register
* Post-synth ARST share at 56.82%
* FMAX at 583.9 MHz
* GR Layer Usage met2 at roughly 48%
* Worst path depth at 9
* Internal power at 1.217 mW
* Commonest cells in the synthesized netlist: nor2_1, nand2_1, mux2i_1, a22oi_1, nand3_1
* R2R cell count at 9
* Mapped Cells at about 530
* Chip Area, Yosys at 4389 um^2
* Synthesized cell area at around 4400 um^2
* H-tree depth at 1
* Pwr/cell area at 246.0 nW/um^2
* Top-area cell share at 13.68%
* Synthesis-to-layout area growth at 62.80%
* Post-synth seq share at between 20 and 30%
* GR Util met3 at 5.744%
* Crit path max-delay family: AND-OR/OR-AND gates
* Initial antenna violation count at 2
* Measured slew at the worst slew-check pin at 0.8741 ns
* Clock power share at 16.2%
* FP Util at 31.14%
* Routed Antenna Nets at 0
* Worst Hold Class: register to register
* Maximum vdd drop at a little under 300 uV
* Hold Path Stages at 1
* Post-detail-place hpwl at between 15 and 20 mm
* Endpoints left unconstrained at 52
* CP most frequent cell: inv_1
* Clk_skew at approximately 0.0036 ns
* Slew HR at 41.19%
* Vias per cell at between 5 and 6
* Global-route wire length before repair at 31.07 mm
* Number of enable flip-flop cells at 19
* Placed cell areas at 7062 um^2
* Most frequent cell after synthesis: nor2_1
* Largest net degree at the start of global routing at between 50 and 60
* Post-CTS Resized at 0
* Busiest grt layer: met2
* Gpl congestion at a little under 1
* Sw Ratio at 30.79%
* Yosys reg bits at between 40 and 50
* WP buf/inv at 3
* Reg clk slew, reported paths at 0.06 ns
* Number of setup buffers added after CTS at 0
* Final Max Tran Viols at 0
* Max-cap violations at 0
* Cell leakage power at approximately 2.7 nW
* CTS tree: yes
* CP peak stage delay at 0.40 ns
* Maximum clock insertion buffer count at 2
* Register pins left without a clock at 23
* Site Rows at 43
* Worst setup startpoint: CLK_COUNT_400HZ[0]
* DRT Pass-1 Iters at 5
* Synth unique cells at 72
* Final hold vios at 0
* Total CTS buffers at 3
* Layout cells sized above 1 at 4.199%
* Setup-failing EPs final at 0
* Per-cell routed wire length at 22.77 um
* OpenROAD warnings at 30
* CORE AREA at 14,100 um^2
* CTS Hold Buffers Added at 0
* PortBufs at 259
* Synthesis Warnings at 3
==> power groups by stage <==
stage	Clock [mW]	Sequential (mW)	Combinational [mW]
finish	0.284	0.630	0.844
CTS	0.291	0.632	0.846
global route	0.303	0.648	0.909
==> metal layers <==
layer  vias to the layer above  wire (um)
met5                         -          0
met4                         0        860
met3                        44       1784
met2                       227      10060
met1                      2440       8784
li1                       2504          -
==> cells in the final DEF, fill, tap and decap left out, types with 4 or more instances in the layout <==
cell type        synthesis  layout
a32oi_1                 11      11
dfrtp_1                 24      24
conb_1                   1       7
clkdlybuf4s50_1          0     259
and3_1                  13      13
o22ai_1                 15      15
o2111ai_1                5       5
inv_1                   15      15
nand3_1                 28      28
nand2b_1                 4       4
o211ai_1                 5       5
a22oi_1                 39      39
a221oi_1                 6       6
a21o_1                   4       4
nand2_1                 41      41
a31oi_1                  7       7
buf_4                    6      11
mux2i_1                 40      40
a21oi_1                 16      16
nor4_1                   9       9
nor2b_1                  6       6
o21ai_0                 25      25
nor3_1                  10      10
nand3b_1                 5       5
xor2_1                   7       7
nor2_1                  43      43
o221ai_1                 5       5
ha_1                     8       8
nand4_1                  6       6
xnor2_1                  8       8
edfxtp_1                19      19
==> final cells by class <==
class,count,area [um^2]
Timing Repair Buffer,270,2675
Antenna cell,2,5.005
Tap cell,180,225.2
Clock buffer,4,78.83
Inverter,15,56.30
Fill cell,1306,6950
Sequential cell,44,1197
Multi-Input combinational cell,429,2908
==> flip-flops by register name, indices dropped and copies added, names as in the netlist <==
name and flops:
CLK_400HZ 1, CLK_COUNT_400HZ 20, state 4, LCD_RS 1
next_command 4, DATA_BUS 8, LCD_E 1, CHAR_COUNT 5
==> how the worst min path moves through the flow <==
stage	startpoint	to	slack, ns
4_1_cts	CLK_COUNT_400HZ[0]	CLK_COUNT_400HZ[0]	0.51
5_1_grt	CLK_COUNT_400HZ[0]	CLK_COUNT_400HZ[0]	0.55
6_report	CLK_COUNT_400HZ[0]	CLK_COUNT_400HZ[0]	0.51
==> through the flow <==
stage          hold WS (ns)  total power [mW]  instances  setup slack [ns]  util (%)
2_1_floorplan        0.2844            0.9613        531             1.267         -
4_1_cts              0.5104             1.769        942             1.159     50.66
3_5_place_dp         0.4970             1.479        938             1.164     50.10
3_3_place_gp         0.4839             1.471        938             1.161     50.10
5_1_grt              0.5458             1.859        944             1.037     50.69
6_report             0.5078             1.758        944             1.188     50.69
==> cells by family after synthesis <==
kind of cell             Yosys count  share of synthesized area, %
buffers and inverters             58                         6.984
XOR/XNOR                          15                         2.993
adder cells (fa/ha/maj)            8                         2.281
multiplexers                      44                         10.40
AND/OR/NAND/NOR                  189                         23.09
other                              1                       0.08544
AND-OR/OR-AND                    166                         26.88
flip-flops                        44                         27.28
Power and IR drop assume default switching activity.
